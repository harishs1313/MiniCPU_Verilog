==> flow/run.sh <==
#!/bin/bash
# OpenROAD 26Q1-2900-gdf79404cd8, Yosys 0.63+post, stock flow scripts
make -C /OpenROAD-flow-scripts/flow DESIGN_CONFIG=/design/flow/config.mk WORK_HOME=/design/flow/orfs finish
==> flow/constraint.sdc <==
current_design MiniCPU

set clk_period 4.7
set clk_io_pct 0.2

create_clock -name clk0 -period $clk_period [get_ports {clk}]

set non_clock_inputs [all_inputs -no_clocks]
set_input_delay [expr $clk_period * $clk_io_pct] -clock clk0 $non_clock_inputs
set_output_delay [expr $clk_period * $clk_io_pct] -clock clk0 [all_outputs]
==> flow/config.mk <==
export PLATFORM = sky130hd
export DESIGN_NAME = MiniCPU
export DESIGN_NICKNAME = MiniCPU
export VERILOG_FILES = /design/flow/design.v
export SDC_FILE = /design/flow/constraint.sdc
export NUM_CORES = 4
export LEC_CHECK = 1
export CORE_AREA = 10 10 106 106
export DIE_AREA = 0 0 116 116
==> flow/design.v <==
module ALU (
    input [3:0] A, B,
    input [1:0] ALU_Sel,
    output reg [3:0] ALU_Out
);
always @(*) begin
    case (ALU_Sel)
        2'b00: ALU_Out = A + B;      
        2'b01: ALU_Out = A - B;      
        2'b10: ALU_Out = A & B;      
        2'b11: ALU_Out = A | B;      
        default: ALU_Out = 4'b0000;
    endcase
end
endmodule
module ControlUnit (
    input [2:0] opcode,        
    output reg [1:0] ALU_Sel,  
    output reg reg_write       
);
always @(*) begin
    case (opcode)
        3'b000: begin  
            ALU_Sel = 2'b00;  
            reg_write = 1;
        end
        3'b001: begin  
            ALU_Sel = 2'b01;  
            reg_write = 1;
        end
        3'b010: begin  
            ALU_Sel = 2'b10;  
            reg_write = 1;
        end
        3'b011: begin  
            ALU_Sel = 2'b11;  
            reg_write = 1;
        end
        3'b100: begin  
            ALU_Sel = 2'b00;
            reg_write = 0;
        end
        default: begin
            ALU_Sel = 2'b00;
            reg_write = 0;
        end
    endcase
end
endmodule
module MiniCPU (
    input clk,
    input [2:0] opcode,
    input [1:0] wr_addr,
    input [1:0] rd_addr1,
    input [1:0] rd_addr2,
    input [3:0] wr_data,
    output [3:0] alu_result,
    output reg_write
);
wire [1:0] alu_sel;
wire [3:0] rd_data1, rd_data2;
ControlUnit cu (
    .opcode(opcode),
    .ALU_Sel(alu_sel),
    .reg_write(reg_write)
);
RegisterFile rf (
    .clk(clk),
    .we(reg_write),            
    .wr_addr(wr_addr),
    .wr_data(wr_data),
    .rd_addr1(rd_addr1),
    .rd_addr2(rd_addr2),
    .rd_data1(rd_data1),
    .rd_data2(rd_data2)
);
ALU alu (
    .A(rd_data1),
    .B(rd_data2),
    .ALU_Sel(alu_sel),   
    .ALU_Out(alu_result)
);
endmodule
module RegisterFile(
    input clk,
    input we,
    input [1:0] wr_addr,
    input [3:0] wr_data,
    input [1:0] rd_addr1,
    input [1:0] rd_addr2,
    output reg [3:0] rd_data1,
    output reg [3:0] rd_data2
);
reg [3:0] reg_array [3:0];
integer i;
initial begin
    for (i = 0; i < 4; i = i + 1)
        reg_array[i] = 4'b0000;
end
always @(posedge clk) begin
    if (we)
        reg_array[wr_addr] <= wr_data;
end
always @(*) begin
    rd_data1 = reg_array[rd_addr1];
    rd_data2 = reg_array[rd_addr2];
end
endmodule
==> qor.json <==
{
  "cells_and_area": {
    "final_layout_size_suffix_gt1_frac": 0.269,
    "largest-register": "rf.reg_array",
    "comb_area_sq_um": 494,
    "filler_cell_count": 983,
    "reg_top3": "rf.reg_array: 16 flops",
    "layout.area.seq_sq_um": 480,
    "layoutNonFillerInstCount": 216,
    "flip_flop_count_of_the_largest_register_after_layout": 16,
    "finalInstanceArea_sq_um": 1460,
    "areaGrowthSynthToFinish_pct": 46.0
  },
  "die": {
    "die-area_sq_um": 13500,
    "die_h_microns": 116,
    "placementRows": 34,
    "fp-utilization": 0.113,
    "die_w_microns": 116,
    "core_region_area_sq_um": 8850,
    "io-pin-count": 19
  },
  "critical_path": {
    "worstSetupEndpointType": "output port",
    "timing.critical_path.slowest_cell_delay_ps": 550,
    "timing.setup.critical_path_class": "in -> out",
    "arrival_ps": 3520,
    "cp_common_cell": "sky130_fd_sc_hd__clkdlybuf4s50_1",
    "path_cells": "clkdlybuf4s50_1 -> buf_4 -> mux4_2 -> ha_1 -> o21ai_1 -> a21o_2 -> a21o_1 -> and3_1 -> clkdlybuf4s50_1",
    "cp_data_required_time_ps": 3760,
    "cp_max_fo": 3,
    "critPathSlowestCell": "sky130_fd_sc_hd__clkdlybuf4s50_1",
    "start_kind": "primary input"
  },
  "flow_run": {
    "warning_count": 27,
    "cap_viol_max_count": 0
  },
  "synth": {
    "synth.ff_latch_count": 16,
    "ys_dominant_reg_cell": "sky130_fd_sc_hd__edfxtp_1",
    "postSynth.asyncResetShare": 0,
    "post_synth_most_frequent_cells": "16 x sky130_fd_sc_hd__edfxtp_1, 8 x sky130_fd_sc_hd__mux4_2, 6 x sky130_fd_sc_hd__ha_1, 6 x sky130_fd_sc_hd__nand2_1, 5 x sky130_fd_sc_hd__inv_1",
    "largest_area_contributor_in_the_netlist": "sky130_fd_sc_hd__edfxtp_1",
    "yosys_cell_count": 73,
    "netlist.top_cell.by_instances": "sky130_fd_sc_hd__edfxtp_1",
    "synthesis.area_sq_um": 997,
    "top_cells_by_area": "sky130_fd_sc_hd__edfxtp_1 48%, sky130_fd_sc_hd__mux4_2 18%, sky130_fd_sc_hd__ha_1 7.5%, sky130_fd_sc_hd__nand2_1 2.3%, sky130_fd_sc_hd__a21oi_1 2.0%",
    "synthCells": 73,
    "synth_sequential_area_ratio": 0.482,
    "yosys-stat-area_sq_um": 997,
    "postSynthAreaPerCell_sq_um": 13.7,
    "count_of_library_flops_with_an_enable_pin": 16,
    "yosysUniqueCellTypes": 25,
    "post-synth-top-area-fraction": 0.482,
    "warnings_from_yosys": 3
  },
  "detailed_routing": {
    "antennaDiodeCount": 0,
    "met2_wirelength_mm": 1.09,
    "detail_route.first_pass.iterations": 4,
    "drt_first_iter_violations": 20,
    "routed-via-count": 700,
    "post_drt_via_cell_ratio": 3.24,
    "route.antenna.remaining_nets": 0,
    "detail_route.wirelength.met1_microns": 956,
    "route.detailed.drc": 0,
    "routed.top_layer": "met4",
    "dr_wl_met3_microns": 186,
    "routed_wirelength_mm": 2.26,
    "route.detailed.wl_per_inst_microns": 10.4
  },
  "timing": {
    "drv_slew": 0,
    "rsz_0062_raised_after_global_routing": "false",
    "report.final.hold_viol_count": 0,
    "clock.fmax_mhz": 224,
    "maxSlewHeadroom": 0.555,
    "timing.final.crit_period_ps": 4460,
    "hold_ws_ps": 1350,
    "final_count_of_negative_setup_slack_endpoints": 0,
    "finalClockPeriodUsage": 0.948,
    "postLayoutSetupSlackWorst_ps": 242,
    "slew_at_the_pin_with_the_worst_max_slew_slack_ps": 665
  },
  "placement": {
    "gpl.final_weighted_congestion": 0.671,
    "post-place-cells": 211,
    "dp_slack_ps": -301,
    "post_dp_cell_area_sq_um": 1400,
    "hpwl_mm": 2.00,
    "number_of_port_buffers": 18
  },
  "clocking": {
    "htreeDepth": 1,
    "tritoncts": "yes",
    "clock_pin_transition_on_the_worst_setup_and_hold_timing_paths_ps": 50,
    "cts_buffers": 3,
    "sink_count": 16,
    "cts-root-to-sink-buffers": 2,
    "cts.root.buffer_cell": "sky130_fd_sc_hd__clkbuf_8"
  },
  "power_and_ir_drop": {
    "leakagePower_nw": 0.526,
    "power_density_over_the_cells_nw_per_um2": 267,
    "vdd_drop_max_uv": 79.6
  },
  "hold_path": {
    "cell_depth_of_the_worst_hold_path": 1,
    "holdCritPathClass": "in -> reg"
  },
  "run_status": {
    "run_status": "finished clean"
  },
  "global_routing": {
    "number_of_global_route_vias_before_repair": 754,
    "grt_start_max_net_pins": 9,
    "grt_pass1_wl_mm": 3.75,
    "overall_track_demand_over_capacity_in_global_routing": 0.0353,
    "grt_overflow": 0,
    "antenna_violations_before_repair": 0
  }
}
-- worst max-delay path, delay by kind of cell --
| kind | cells | cell delay (ps) |
|---|---|---|
| AND-OR/OR-AND | 3 | 470 |
| adder cells (fa/ha/maj) | 1 | 320 |
| buffers and inverters | 3 | 1120 |
| multiplexers | 1 | 510 |
| AND/OR/NAND/NOR | 1 | 150 |
-- cell families (layout without fill, tap and decap cells) --
group | count (synthesis) | count (layout) | share of synthesized area
AOI/OAI and AO/OA | 12 | 12 | 0.0803
xor gates and xnor gates | 3 | 3 | 0.0264
adders and majority gates | 8 | 8 | 0.105
buffers and inverters | 6 | 41 | 0.0226
DFF | 16 | 16 | 0.482
muxes | 9 | 9 | 0.191
and+or+nand+nor | 19 | 19 | 0.0928
-- where the power goes --
group	internal [W]	switching (W)	leakage (nW)
sequential	0.000165	0.00000279	0.147
clock	0.0000565	0.0000375	0.0216
combinational	0.0000794	0.0000482	0.357
-- area by class of cell --
cell class / count / share of cell area
clock buffer: 3 / 0.0284
inverter: 6 / 0.0155
multi-input combinational: 51 / 0.339
sequential: 16 / 0.330
tap: 108 / 0.0928
timing repair buffer: 32 / 0.194
-- metrics by stage --
step	utilization	total power [W]	TNS, ps
global route	0.165	0.000421	0
floorplan	-	0.000230	0
CTS	0.163	0.000395	0
global placement	0.159	0.000295	-268
finish	0.165	0.000389	0
detailed placement	0.159	0.000298	-301
-- cells in the final DEF (no fill, tap or decap), types with 3 or more instances in the layout --
cell | synthesis | layout
sky130_fd_sc_hd__a21oi_1 | 4 | 4
sky130_fd_sc_hd__buf_4 | 0 | 14
sky130_fd_sc_hd__clkbuf_8 | 0 | 3
sky130_fd_sc_hd__clkdlybuf4s50_1 | 0 | 16
sky130_fd_sc_hd__edfxtp_1 | 16 | 16
sky130_fd_sc_hd__ha_1 | 6 | 6
sky130_fd_sc_hd__inv_1 | 5 | 5
sky130_fd_sc_hd__mux4_2 | 8 | 8
sky130_fd_sc_hd__nand2_1 | 6 | 6
sky130_fd_sc_hd__nor2_1 | 4 | 4
-- final timing paths --
| check | slack (ps) | from | endpoint |
|---|---|---|---|
| worst max-delay path | 240 | rd_addr1[0] | alu_result[3] |
| worst min-delay path | 1350 | wr_data[3] | rf.reg_array[3][3]$_DFFE_PP_ |
-- metal layers --
layer	vias to the layer above	GRT usage
met3	2	0.0147
met1	334	0.0419
met5	-	0
met2	11	0.0592
met4	0	0.00667
li1	353	-
-- what timing repair did --
item | in CTS | in global routing
resized | 2 | 3
pin swaps | 0 | 1
setup buffers | 0 | 2
hold buffers | 0 | 0
endpoints found under the setup margin | 1 | 1
Power and IR drop assume default switching activity.
