==> flow/design.v <==
module CLU (
    input  [3:0] A, B,
    input  [2:0] control,
    output reg [3:0] result,
    output zero_flag,
    output sign_flag
);
    always @(*) begin
        case (control)
            3'b000: result = A & B;
            3'b001: result = A | B;
            3'b010: result = A ^ B;
            3'b011: result = ~(A | B);
            3'b100: result = A << 1;
            3'b101: result = A >> 1;
            default: result = 4'b0000;
        endcase
    end
    assign zero_flag = (result == 4'b0000);
    assign sign_flag = result[3];
endmodule
==> flow/run.sh <==
#!/bin/bash
# OpenROAD 26Q1-2900-gdf79404cd8, Yosys 0.63+post, stock flow scripts
make -C /OpenROAD-flow-scripts/flow DESIGN_CONFIG=/design/flow/config.mk WORK_HOME=/design/flow/orfs finish
==> flow/config.mk <==
export PLATFORM = sky130hd
export DESIGN_NAME = CLU
export DESIGN_NICKNAME = CLU
export VERILOG_FILES = /design/flow/design.v
export SDC_FILE = /design/flow/constraint.sdc
export NUM_CORES = 4
export LEC_CHECK = 1
export CORE_AREA = 10 10 70 70
export DIE_AREA = 0 0 80 80
==> flow/constraint.sdc <==
current_design CLU

set clk_period 1.5
set clk_io_pct 0.2

create_clock -name clk0 -period $clk_period

set non_clock_inputs [all_inputs -no_clocks]
set_input_delay [expr $clk_period * $clk_io_pct] -clock clk0 $non_clock_inputs
set_output_delay [expr $clk_period * $clk_io_pct] -clock clk0 [all_outputs]
==> flow_summary.ini <==
; flow metrics
[grt]
first_global_vias = 454
global_route.usage.met2_pct = 7.303
grt_pass1_wl_um = 2173
global_router_s_overall_resource_usage_pct = 4.041
grt_start_max_net_pins = 9
globalRoute.busiestLayer = met2
overflow = 0
grt.met1_usage_pct = 5.471
use_met3_pct = 0.1136
number_of_antenna_violations_at_the_first_check_in_global_routing = 0

[placement]
place_area_um2 = 690.7
gp_routability_congestion = 0.7989
dp_hpwl_um = 962.9
io_buffers = 17
post-place-ws_ns = -1.095

[power_and_ir_drop]
leakage_nw = 0.4078
swShare_pct = 38.36
power.sequential.fraction_pct = 0
share_clk_of_total_power_pct = 0
comb_power_share_pct = 100.0
cellPowerDensity_nw_per_um2 = 283.6
power_switching_w = 0.00009187
cellInternalPower_w = 0.0001476
peakVddDrop_mv = 0.08616

[critical_path]
critical_path.most_common_cell = sky130_fd_sc_hd__buf_6
path_cells = buf_6 > buf_6 > mux2_4 > a21oi_2 > o22ai_2 > buf_4 > nor4_4 > buf_2
worst-setup-path-type = in -> out
critPathMaxStageDelay_ns = 0.29
critPathMaxFanout = 5
cp_slowest_cell = sky130_fd_sc_hd__mux2_4
startpoint_type = input pin
cp.required_ns = 1.20
critPathTopFamily = buffers and inverters
critPathBufInv = 4
kind_of_end_point_of_the_critical_path = output pin
worstPathArrival_ns = 1.53

[synthesis]
synth_cells = 49
synth.avg_cell_area_um2 = 8.273
post_synthesis_sequential_area_ratio_pct = 0
synth-cells-yosys = 49
synth_area_um2 = 405.4
synth_cell_types = 24
ys.warnings.count = 1
ys_area_um2 = 405.4

[final_timing]
unrepaired_setup_endpoints_after_global_routing = yes
setup_ws_ns = -0.3278
final-hold-violation-count = 0
setup_viol_count_final = 6
whs_ns = 1.107
worstMarginPinSlew_ns = 0.2406
finalSetupTns_ns = -1.368
finalMaxSlewViolations = 0
timing.slew.headroom_pct = 83.96
final.min_clock_period_ns = 1.828
fin_crit_sh_pct = 121.9
fmaxAchievable_mhz = 547.1

[drt]
drc = 0
detail_route.vias_per_cell = 3.380
vias_after_detailed_routing = 436
antennaDiodeCount = 0
drt_wl_total_um = 1362
wire_per_inst_um = 10.56
drt_iter0_markers = 8
pre_antenna_drt_iters = 2
ant_nets = 0

[cells_and_area]
mostFrequentLayoutCells = sky130_fd_sc_hd__buf_6, sky130_fd_sc_hd__buf_4, sky130_fd_sc_hd__buf_2, sky130_fd_sc_hd__ha_4
area_growth_pct = 108.3
final_core_util_pct = 24.73
layout.area.seq_um2 = 0
flop-count = 0
clockBufferCount = 0
drive_above_1_share_pct = 66.27
final_design_area_no_fill_um2 = 844.6

[die]
chipHeight_um = 80
floorplan.core_area_um2 = 3416
die-width_um = 80
fp_util_pct = 11.87
ioPinCount = 17
die_area_um2 = 6400
num_rows = 21

[flow_run]
openroad_warning_count = 38
cap_viol_max_count = 0

[min_path]
worstHoldPathType = in -> out

[run_status]
outcome = complete, but fails checks
failing_checks = setup timing
cells by family after synthesis:
group,synth area share (%)
compound gates,16.35
buf+inv,20.99
simple gates,18.52
fa+ha+maj,24.69
mux,17.28
xor+xnor,2.161
metal layers:
metal  share of wire [%]  vias to the layer above
met5                   0                        -
met4                   0                        0
met3                0.73                        0
met2                  46                        7
met1                  53                      195
li1                    -                      234
cell usage after synthesis:
library cell               number  area, µm²
sky130_fd_sc_hd__clkbuf_8       1      13.76
sky130_fd_sc_hd__buf_6          3      33.78
sky130_fd_sc_hd__xor2_1         1      8.760
sky130_fd_sc_hd__inv_1          8      30.03
sky130_fd_sc_hd__nand3b_1       2      15.01
sky130_fd_sc_hd__nand2_1        2      7.510
sky130_fd_sc_hd__mux2i_1        4      40.04
sky130_fd_sc_hd__a221oi_2       1      15.01
sky130_fd_sc_hd__a21oi_1        1      5.000
sky130_fd_sc_hd__ha_1           8      100.1
sky130_fd_sc_hd__buf_4          1      7.510
sky130_fd_sc_hd__o21ai_0        1      5.000
sky130_fd_sc_hd__mux2_4         2      30.03
sky130_fd_sc_hd__nor3_1         1      5.000
sky130_fd_sc_hd__o21ai_1        1      5.000
sky130_fd_sc_hd__nor3b_1        1      7.510
sky130_fd_sc_hd__o21a_1         2      15.01
sky130_fd_sc_hd__nor4_2         1      12.51
sky130_fd_sc_hd__o22ai_1        1      6.260
sky130_fd_sc_hd__a21o_1         1      7.510
sky130_fd_sc_hd__nand3_2        1      10.01
sky130_fd_sc_hd__nor2_1         2      7.510
sky130_fd_sc_hd__o211ai_1       1      7.510
sky130_fd_sc_hd__nand3_1        2      10.01
per-stage QoR:
step,power (W),cells
floorplan,0.00008743,49
global placement,0.0001881,122
detailed placement,0.0001910,122
CTS,0.0002220,128
global route,0.0002600,129
finish,0.0002395,129
cell type report:
cell class / count / area [µm²]
fill: 380 / 2571
multi-input combinational: 36 / 406.6
inverter: 8 / 35.03
tap: 46 / 57.56
timing repair buffer: 39 / 345.3
power groups by stage:
stage | clock network, W | registers, W | logic (W)
after CTS | 0 | 0 | 0.000222
after global routing | 0 | 0 | 0.000260
final | 0 | 0 | 0.000240
path summary, 6_finish.rpt:
| kind | endpoint | cells past startpoint | slack (ns) | startpoint |
|---|---|---|---|---|
| hold / removal | zero_flag | 6 | 1.11 | A[2] |
| setup / recovery | zero_flag | 8 | -0.33 | control[0] |
repair_timing:
action	4_1_cts	5_1_grt
pin swaps	12	6
gates cloned	1	0
hold endpoints to repair	0	0
resized	83	9
hold buffers	0	0
setup buffers	6	1
endpoints found under the setup margin	6	6
Power is estimated from default activity; no workload was simulated.
